<file path="/design/flow/design.v">
module FSM1(input clk,
            input arst,
            input [15:0]s_data,
            input s_valid,
            input s_last,
            output s_ready,
            input [7:0]s_keep,
            output  reg [15:0] m_data,
            output reg m_valid,
            output reg m_last,
            input  m_ready,
            output reg [7:0]m_keep
                );
    reg [6:0]temp=0;
    reg [3:0]fifo[0:128];
    reg [6:0]wr_ptr,rd_ptr;
    reg [2:0]state,next_state;
    parameter s0=3'd0, s1=3'd1, s2=3'd2, s3=3'd3, s4=3'd4, idle=3'd5;
    reg rd_en = 0;
    reg  [7:0]count= 'd0;
    always@(posedge clk) begin
        if(~arst) begin
            count <= 0;
            rd_en <=0;
        end
        else begin
            count <= count + 1;
            if(count == 10) rd_en <= 1;
        end
    end     
    assign s_ready = (~arst)?'d0:m_ready;
    integer i;
    always@(posedge clk) begin
        if(~arst) state<= idle;
        else state <=next_state;
    end
    always@(*) begin
        case(state)
            idle:begin
                  if(s_valid & s_ready) begin
                        if(s_keep==8'd0) next_state=s0;
                        else if(s_keep==8'd4) next_state=s1;
                        else if(s_keep==8'd8) next_state=s2;
                        else if(s_keep==8'd12) next_state=s3;
                        else if(s_keep==8'd16) next_state=s4;
                      end
                 end
            s0:begin
                  if(s_valid & s_ready) begin
                        if(s_keep==8'd0) next_state=s0;
                        else if(s_keep==8'd4) next_state=s1;
                        else if(s_keep==8'd8) next_state=s2;
                        else if(s_keep==8'd12) next_state=s3;
                        else if(s_keep==8'd16) next_state=s4;
                      end
                end
            s1:begin
                   if(s_valid & s_ready) begin
                        if(s_keep==8'd0) next_state=s0;
                        else if(s_keep==8'd4) next_state=s1;
                        else if(s_keep==8'd8) next_state=s2;
                        else if(s_keep==8'd12) next_state=s3;
                        else if(s_keep==8'd16) next_state=s4;
                      end
                end
            s2:begin
                 if(s_valid & s_ready) begin
                       if(s_keep==8'd0) next_state=s0;
                       else if(s_keep==8'd4) next_state=s1;
                       else if(s_keep==8'd8) next_state=s2;
                       else if(s_keep==8'd12) next_state=s3;
                       else if(s_keep==8'd16) next_state=s4;
                     end
                 end
             s3:begin
                if(s_valid & s_ready) begin
                        if(s_keep==8'd0) next_state=s0;
                        else if(s_keep==8'd4) next_state=s1;
                        else if(s_keep==8'd8) next_state=s2;
                        else if(s_keep==8'd12) next_state=s3;
                        else if(s_keep==8'd16) next_state=s4;
                     end 
                end      
            s4:begin
                if(s_valid & s_ready) begin
                        if(s_keep==8'd0) next_state=s0;
                        else if(s_keep==8'd4) next_state=s1;
                        else if(s_keep==8'd8) next_state=s2;
                        else if(s_keep==8'd12) next_state=s3;
                        else if(s_keep==8'd16) next_state=s4;
                      end
               end          
        endcase
    end
    reg last;
    always@(posedge clk) begin
        if(~arst) begin
            wr_ptr<='d0;
            last <= 'd0;
            for(i=0;i<=128;i=i+1)begin
                fifo[i] <= 4'd0;
            end
        end
		  else begin
			  last <= s_last;
			  case(next_state)
					s0:begin
						 wr_ptr<=wr_ptr + 'd0;
						end
					s1:begin
						 if(s_valid & s_ready )begin
							 fifo[wr_ptr]<=s_data[3:0];
							 wr_ptr<=wr_ptr+1;   
						 end
						end
					s2:begin
						 if(s_valid & s_ready ) begin
							 fifo[wr_ptr]<=s_data[3:0];
							 fifo[wr_ptr+1]<=s_data[7:4];
							 wr_ptr<=wr_ptr+2;
						 end
						end
					s3:begin
						 if(s_valid & s_ready ) begin
							 fifo[wr_ptr]<=s_data[3:0];
							 fifo[wr_ptr+1]<=s_data[7:4];
							 fifo[wr_ptr+2]<=s_data[12:8];
							 wr_ptr<=wr_ptr+3;
						 end 
						end
					s4:begin 
						 if(s_valid & s_ready ) begin
							 fifo[wr_ptr]<=s_data[3:0];
							 fifo[wr_ptr+1]<=s_data[7:4];
							 fifo[wr_ptr+2]<=s_data[11:8];
							 fifo[wr_ptr+3]<=s_data[15:12];
							 wr_ptr<=wr_ptr+4;
						 end 
						end
			  endcase
			end
    end 
    always@(posedge clk) begin
        if(s_last==1) begin
                 temp <=wr_ptr+next_state;
        end
        if(~arst) begin
            rd_ptr<=0;
            temp <= 0;
        end
        if(rd_en && m_ready) begin
              if(temp == rd_ptr+4)
                   begin                   
                       m_data <= {{fifo[rd_ptr+3],{fifo[rd_ptr+2]},{fifo[rd_ptr+1]},{fifo[rd_ptr]}}};
                       rd_ptr <=rd_ptr+4;
                       m_keep <=8'd16;
                       m_valid <=1;
                       m_last <=1;
                   end
               else begin
                 if(temp==rd_ptr+1)
                    begin
                        m_data<={{4'b0},{4'b0},{4'b0},{fifo[rd_ptr]}};
                        rd_ptr<=rd_ptr+1;
                        m_keep<=8'd4;
                        m_valid<=1;
                        m_last=1;
                    end
                 else if(temp==rd_ptr+2)
                   begin
                       m_data<={{4'b0},{4'b0},{fifo[rd_ptr+1]},{fifo[rd_ptr]}};
                       rd_ptr<=rd_ptr+2;
                       m_keep<=8'd8;
                       m_valid<=1;
                       m_last=1;  
                  end
                else if(temp==rd_ptr+3)
                   begin          
                      m_data<={{4'b0},{fifo[rd_ptr+2]},{fifo[rd_ptr+1]},{fifo[rd_ptr]}};
                      rd_ptr<=rd_ptr+3;
                      m_keep<=8'd12;
                      m_valid<=1;
                      m_last<=1; 
                   end 
                else 
                   begin                   
                       m_data <= {{fifo[rd_ptr+3],{fifo[rd_ptr+2]},{fifo[rd_ptr+1]},{fifo[rd_ptr]}}};
                       rd_ptr <=rd_ptr+4;
                       m_keep <=8'd16;
                       m_valid <=1;
                       m_last <=0;
                   end
             end            
        end
        else
        begin
            m_data <=0;
            m_valid <=0;
            m_last <=0;
            m_keep <=0;
        end
        end
endmodule
</file>
<file path="/design/flow/run.sh">
#!/bin/bash
# OpenROAD 26Q1-2900-gdf79404cd8, Yosys 0.63+post, stock flow scripts
make -C /OpenROAD-flow-scripts/flow DESIGN_CONFIG=/design/flow/config.mk WORK_HOME=/design/flow/orfs finish
</file>
<file path="/design/flow/config.mk">
export PLATFORM = sky130hd
export DESIGN_NAME = FSM1
export DESIGN_NICKNAME = FSM1
export VERILOG_FILES = /design/flow/design.v
export SDC_FILE = /design/flow/constraint.sdc
export NUM_CORES = 4
export LEC_CHECK = 1
export CORE_UTILIZATION = 40
</file>
<file path="/design/flow/constraint.sdc">
current_design FSM1

set clk_period 37.5
set clk_io_pct 0.2

create_clock -name clk0 -period $clk_period [get_ports {clk}]

set non_clock_inputs [all_inputs -no_clocks]
set_input_delay [expr $clk_period * $clk_io_pct] -clock clk0 $non_clock_inputs
set_output_delay [expr $clk_period * $clk_io_pct] -clock clk0 [all_outputs]
</file>
==> results.toml <==
# implementation run metrics
[global_routing]
grt.met1_usage_pct = 54.73
grt_use_total_pct = 44.56
antenna_found_initial = 29
grt_util_met2_pct = 56.14
use_met3_pct = 31.37
grt_pass1_wl_um = 557500
grt_pass1_vias = 68694
grt_busiest_layer = "met2"
grt_overflow = 0
grt_start_max_net_pins = 74

[routing]
ant_nets = 0
routed_wl_um = 411300
firstDrtPassIters = 7
viasPerCell = 6.921
vias = 73236
routedWlPerCell_um = 38.87
drc = 0
drt_iter0_drc = 9150

[yosys]
ff_type = "edfxtp_1"
async_flop_share_pct = 0
synthXorXnorAreaFrac_pct = 0.9546
synth.avg_cell_area_um2 = 9.346
topCellsByArea = "edfxtp_1 (33%), mux4_2 (19%), nand2_1 (7.3%), o21ai_0 (4.0%), nor2_1 (4.0%)"
synth-edff-count = 839
topCombFamilyByArea = "multiplexers"
yosysTopAreaCellShare_pct = 32.91
ys_sh_simple_pct = 19.79
yosys_warnings = 1
ys_sh_adder_pct = 0.3858
muxShareOfSynthArea_pct = 23.42
ys_cells = 8190
ys_seq_elements = 895
largest_area_cell = "edfxtp_1"
ys_area_mm2 = 0.07655
compound_area_share_pct = 15.15
syn_inst = 8190
syn-cell-area_mm2 = 0.07655
ys_types = 110

[floorplanning]
core_util_floorplan_pct = 40.25
core.rowCount = 160
fp.dieH_um = 439.5
die_x_um = 439.5
boundaryPins = 56
dieArea_mm2 = 0.1931
core_mm2 = 0.1902

[power_and_ir_drop]
p_leak_nw = 27.04
ir_drop_mv = 0.04433
p_per_area_mw_per_mm2 = 33.50

[cts]
numCtsBuffers = 110
tritoncts = "built"
root_buffer = "clkbuf_16"
path_clk_slew_ns = 0.05
clk-insertion-delay-late_ns = 0.87
cts_buffer_depth = 3
cts_hold_buf = 0
cts_setup_buffers = 0
cts_max_level = 3
cts-resized-gates = 0

[timing]
fin_tns_setup_ns = 0
timing.max_slew.rel_slack_pct = 4.534
finalClockPeriodUsage_pct = 43.37
layout_min_cycle_time_ns = 16.26
unclocked_regs = 3
skew_ns = 0.1070
tightest_slew_ns = 1.427
final_max_slew_viol_count = 0
fmax_mhz = 61.48
setup_violations = 0
untimed_endpoints = 3
grt_setup_unrepaired = "no"
hold_viol = 0

[placed_design]
hpwl_um = 284300
io_buffers = 50
post_dp_cell_area_mm2 = 0.07981
gp_congestion = 1.099

[flow_run]
max-cap-violations = 0
warning_count = 37

[cells_and_area]
synthToLayoutAreaGrowth_pct = 9.497
num-fill-cells = 17687
drive_gt1_share_pct = 18.38
final_area_mm2 = 0.08382

[setup_path]
critPathLaunchType = "input pin"
timing.rr.end = "m_data[8]$_SDFF_PN0_"
r2r_slack_ns = 30.90
cp-end-kind = "output port"
worstPathMaxFanout = 53
rr_worst_depth = 10
r2r_start = "rd_ptr[3]$_DFFE_PN_"
criticalPathCategory = "in -> out"
critPathArrivalTime_ns = 8.76
critPathRequiredTime_ns = 30.00

[worst_hold_path]
holdPathStages = 1
hold_class = "reg -> reg"
hold-path-endpoint = "count[0]$_SDFF_PN0_"
min_from = "count[0]$_SDFF_PN0_"

[status]
status = "completed"
sequential cells by signal, indices dropped and copies added (netlist names), named ones only:
| name | count |
|---|---|
| fifo | 832 |
| m_data | 16 |
| count | 8 |
| rd_ptr | 7 |
| temp | 7 |
| wr_ptr | 7 |
| m_keep | 3 |
| next_state | 3 |
| state | 2 |
| m_last | 1 |
| m_valid | 1 |
| rd_en | 1 |
final cells by class:
| cell class | instances | area (µm²) | share of cell area [%] |
|---|---|---|---|
| Tap cell | 2511 | 3142 | 3.748 |
| Sequential cell | 895 | 26310 | 31.39 |
| Inverter | 32 | 123.9 | 0.1478 |
| Multi-Input combinational cell | 6485 | 46970 | 56.04 |
| Clock inverter | 65 | 900.9 | 1.075 |
| Clock buffer | 145 | 3004 | 3.584 |
| Timing Repair Buffer | 409 | 3263 | 3.893 |
| Antenna cell | 40 | 100.1 | 0.1194 |
cell usage in the layout, fill, tap and decap left out, types with 23 or more instances in the layout:
cell,n
o31ai_1,175
buf_4,358
nor2_1,795
xnor2_1,37
mux2_2,54
o2111ai_1,26
a211oi_1,269
edfxtp_1,839
clkbuf_16,110
o211ai_1,66
mux4_2,653
a32oi_1,41
and3_1,51
mux2i_1,256
diode_2,40
dfxtp_1,49
o22ai_1,37
nor3_1,261
o21ai_0,618
clkdlybuf4s50_1,33
nand3b_1,54
a31oi_1,76
a21oi_1,200
nor3b_1,51
nand2_1,1479
or4_1,55
inv_1,27
a221oi_1,41
a22oi_1,30
nor2_2,58
conb_1,261
or3_1,28
nand3_1,332
clkbuf_1,23
nand4_1,43
metal layers:
| layer | vias to the layer above | routed length (µm) |
|---|---|---|
| li1 | 30243 | - |
| met1 | 35360 | 138800 |
| met2 | 6162 | 160800 |
| met3 | 1415 | 76370 |
| met4 | 56 | 34000 |
| met5 | - | 1348 |
critical path, cell delays in order:
cell and delay [ns]:
buf_2 0.11, buf_12 0.44, and2_1 0.22, clkdlybuf4s50_1 0.46
Yosys cell counts, drive strengths merged, types with 16 or more instances:
cell / number
nand3: 336
or2: 17
or4b: 19
nor4: 30
a21oi: 218
a311oi: 17
o211ai: 68
or4: 55
dfxtp: 53
or3: 29
buf: 299
nand4: 44
mux2i: 258
o21ai: 635
o31ai: 175
o22ai: 39
xnor2: 44
nor3b: 53
edfxtp: 839
a211oi: 271
nand3b: 54
a2111oi: 16
a221oi: 42
nor2b: 19
o2111ai: 27
nor2: 864
mux4: 654
ha: 22
xor2: 27
a32oi: 43
nand2: 1485
a22o: 17
a22oi: 30
a31oi: 76
nor3: 270
mux2: 54
clkbuf: 739
inv: 31
and3: 51
worst max-delay path by stage:
stage | startpoint | endpoint | cells past startpoint
5_1_grt | arst | s_ready | 4
4_1_cts | arst | s_ready | 4
6_report | arst | s_ready | 4
through the flow:
step	hold WS, ns	worst slack, ns	power (mW)	std cells	util, %
2_1_floorplan	0.4099	21.70	1.442	8450	-
3_3_place_gp	0.4241	21.25	1.638	10332	41.97
3_5_place_dp	0.4381	21.27	1.640	10332	41.97
4_1_cts	0.4555	21.26	2.791	10542	44.02
5_1_grt	0.4858	21.21	2.852	10546	44.02
6_report	0.4488	21.24	2.808	10582	44.07
where the power goes:
part | total [mW] | internal (mW) | switching [mW]
logic | 0.466 | 0.151 | 0.315
clock network | 1.16 | 0.667 | 0.492
registers | 1.18 | 1.14 | 0.0465
kinds of logic after synthesis:
logic type                 Yosys count
xor gates and xnor gates            72
buffers and inverters             1070
AOI/OAI and AO/OA                 1785
other                                1
adders and majority gates           23
muxes                              966
latches                              3
DFF                                892
and+or+nand+nor                   3378
Power and IR drop assume default switching activity.
