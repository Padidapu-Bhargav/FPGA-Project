File: ./constraint.sdc
current_design fixed_mac

set clk_period 12.5
set clk_io_pct 0.2

create_clock -name clk0 -period $clk_period [get_ports {clk}]

set non_clock_inputs [all_inputs -no_clocks]
set_input_delay [expr $clk_period * $clk_io_pct] -clock clk0 $non_clock_inputs
set_output_delay [expr $clk_period * $clk_io_pct] -clock clk0 [all_outputs]
File: ./config.mk
export PLATFORM = sky130hd
export DESIGN_NAME = fixed_mac
export DESIGN_NICKNAME = fixed_mac
export VERILOG_FILES = /design/flow/design.v
export SDC_FILE = /design/flow/constraint.sdc
export NUM_CORES = 4
export LEC_CHECK = 1
export CORE_UTILIZATION = 30
File: ./run.sh
#!/bin/bash
# OpenROAD 26Q1-2900-gdf79404cd8, Yosys 0.63+post, stock flow scripts
make -C /OpenROAD-flow-scripts/flow DESIGN_CONFIG=/design/flow/config.mk WORK_HOME=/design/flow/orfs finish
File: ./design.v
module Resize#(parameter  WI1 = 5,            
                          WF1 = 11,           
                          WIO = 6,            
                          WFO = 11           
                     ) (
                     input clk,
                     input reset,
                     input signed [ (WI1+WF1)-1 :0]input_Data,
                     output signed [ (WIO+WFO)-1 :0]final_Data,
                     input OF_saturation,
                     output overflow,
                     input UF_saturation,
                     output underflow);
reg signed [ (WI1+WF1)-1 :0]Data;
reg [WI1-1:0]Data_I;   
reg [WF1-1:0]Data_F;   
reg signed [(WIO+WFO)-1:0]Data_temp; 
reg [WIO-1:0]Data_temp_I;  
reg [WFO-1:0]Data_temp_F;  
reg OF_internal;
reg UF_internal;
always @(*) begin
    if(reset) begin
        Data  = 'd0;
        Data_I = 'd0;
        Data_F = 'd0;
    end
    else begin
        Data = input_Data;
        Data_I = Data[(WI1+WF1-1):WF1];
        Data_F = Data[(WF1-1):0];
    end
end
always@(*) begin
   if(reset) OF_internal = 0;
   else begin
       if(WIO>WI1) OF_internal = 0;
       else if(Data[WI1+WF1-1]==0)
           OF_internal = |Data[WI1+WF1-1: WF1+WIO-1];
       else if(Data[WI1+WF1-1]==1)
           OF_internal  = (~(&Data[WI1+WF1-1: WF1+WIO-1]));
       else
           OF_internal = 0;
   end    
end
always@(*) begin
    if(reset) UF_internal = 'd0;
    else begin
        if((WFO != WF1) && (WF1 > WFO )) UF_internal = |Data[WF1-WFO-1:0];
	    else UF_internal =  0;
    end
end
always @(*) begin
    if(reset) begin
        Data_temp_I = 'd0;
    end
    else begin
        if(OF_internal && OF_saturation) begin
            if(Data_I[WI1-1] == 0) Data_temp_I = {Data_I[WI1-1],{(WIO-1){1'b1}}};
            else Data_temp_I = {Data_I[WI1-1],{(WIO-1){1'b0}}};
        end 
        else begin
            if (WI1 > WIO) Data_temp_I = {Data_I[WI1-1],Data_I[ WIO-2 :0]};
            else Data_temp_I = { {(WIO-WI1) {Data_I[WI1-1]} },Data_I};
        end
    end
end
always @(*) begin
    if(reset) begin
        Data_temp_F = 'd0;
    end
    else begin
        if(UF_internal && UF_saturation) begin
            Data_temp_F = {(WFO){1'b1}};
        end 
        else begin
            if (WF1 > WFO) Data_temp_F = Data_F[WF1-1:WF1-WFO];
            else  Data_temp_F = {Data_F,{(WFO-WF1){1'b0}}};
        end
    end
end
always @(*) begin
	 if(reset) begin
        Data_temp = 'd0;
	 end
	 else begin
	    Data_temp = {Data_temp_I,Data_temp_F};
     end
end
assign final_Data = Data_temp;
assign overflow = OF_internal;
assign underflow = UF_internal;
endmodule
module fixed_mac
#(parameter  WI1 = 4,            
             WF1 = 8,           
             WI2 = 3,            
             WF2 = 5,           
             WIO = 15,
             WFO = 30,
             Extra = 50 
             ) (
                     input clk,
                     input reset,
                     input signed [ (WI1+WF1)-1 :0]A_data,
                     input A_valid,
                     output A_ready,
                     input A_last,
                     input signed [ (WI2+WF2)-1 :0]B_data,
                     input B_valid,
                     output  B_ready,
                     input B_last,
                     output signed [ (WIO + WFO)-1 :0]out_data,
                     output out_valid,
                     input out_ready,
                     output out_last,
                     input OF_saturation,
                     output overflow,
                     input UF_saturation,
                     output underflow                                         
               );
localparam F_int =  WI1+WI2 ;
localparam F_Frac =  WF1+WF2 ; 
reg [1:0]current_state,next_state;
localparam IDLE=2'd0, MUL=2'd1,OUT=2'd2;
reg signed [ (WI1+WF1)-1 :0]A_reg;
reg signed [ (WI2+WF2)-1 :0]B_reg;
reg A_valid_reg,B_valid_reg,A_ready_reg,B_ready_reg,last_reg;
reg signed [ (WIO + WFO)-1 :0]out_data_reg;
reg valid, ready, last;
reg signed [F_int+F_Frac-1:0]product;
reg signed [F_int+F_Frac+Extra-1:0]Data;  
reg signed [F_int+F_Frac+Extra-1:0]accumulate;  
reg OF;
reg UF;
Resize #(
    .WI1(F_int+Extra),
    .WF1(F_Frac),
    .WIO(WIO),
    .WFO(WFO))
    DUT_resize(.clk(clk),.reset(reset),.input_Data(Data),.final_Data(out_data_reg),
               .OF_saturation(OF_saturation), .overflow(OF),
               .UF_saturation(UF_saturation), .underflow(UF) ); 
assign out_data = out_data_reg;
always@(posedge clk) begin                                                   
    if(reset)begin                                                 
        A_reg <= 'b0;                                              
        B_reg <= 'b0;                                              
        A_valid_reg <= 'b0;                                        
        B_valid_reg <= 'b0;
        last <= 'd0;                                     
        last_reg <= 'd0;                                               
    end                                                            
    else begin                                                     
        A_reg <= (A_valid && ready ) ? A_data : A_reg;   
        B_reg <= (B_valid && ready ) ? B_data : B_reg; 
        A_valid_reg <= A_valid;                                    
        B_valid_reg <= B_valid; 
        last <= A_last | B_last;                           
        last_reg <= last;                                    
    end                                                            
end                                                                
 always@(posedge clk) begin                                           
    if(reset) begin                                          
        A_ready_reg <= 'd0;                                   
        B_ready_reg <= 'd0;                                   
        ready <= 'd0;                                         
    end                                                      
    else begin                                                    
        case(current_state)                                  
            MUL:begin                                        
                   ready <= 'd1;                              
                   B_ready_reg <= ready & A_valid;        
                   A_ready_reg <= ready & B_valid;        
                end                                          
            default: begin                                   
                        ready <= 'd0;                         
                        A_ready_reg <= 'd0;                   
                        B_ready_reg <= 'd0;                   
                     end                                     
        endcase                                              
    end                                                      
end                                                 
assign A_ready = A_ready_reg;
assign B_ready = B_ready_reg;
always@(posedge clk) begin
    if(reset) current_state <= IDLE;
    else current_state <= next_state;
end
always@(*)begin
       case(current_state)
            IDLE:       begin
                            if(reset) next_state <= IDLE ;
                            else next_state <= MUL;
                        end
            MUL:        begin
                            if(last_reg ) begin
                                next_state <= OUT;
                                end
                            else begin
                                next_state <= MUL;
                            end
                        end
            OUT:        begin  
                            if(out_ready) begin
                                if(last_reg) next_state <= OUT;
                                else next_state <= MUL;
                            end 
                            else begin
                                next_state <= OUT;
                            end
                        end
            default: begin
                next_state <=IDLE;
            end
        endcase
end
always@(*) begin
    if(reset) begin
		valid <= 'd0;
    end
    else begin 
        valid <= A_valid_reg & B_valid_reg;
    end
end
always@(posedge clk) begin
    if(reset) begin
        product <= 'd0;
        Data <= 'd0;
		accumulate <= 'd0;
    end
    else begin
	    case(current_state)
           IDLE:begin
                     accumulate <= 'd0;
                     product <= 'd0;
                 end
            MUL: begin
                    if(valid && ready) begin
                        product <= A_reg * B_reg;
                        accumulate <= accumulate + product; 
                    end
                    else begin
                        product <= product;
                    end
                 end
            OUT :   begin
                    product <= (out_ready && out_valid)? 'd0: product;
                    Data <= accumulate + product ;
                    accumulate <=(out_ready  && out_valid) ? 'd0 :accumulate;
                    end
             default : begin
                        product <= 'd0;
                        Data <= 'd0;
                        accumulate <= 'd0;
                       end
        endcase
    end
end
assign out_valid = (current_state == OUT ? 1'd1 :1'd0);
assign overflow = OF;
assign underflow = UF;
assign out_last = (out_ready && out_valid) ? ((current_state == OUT)? 'd1: 'd0): 'd0;
endmodule  
==> impl_metrics.tcl <==
# flow metrics
set metrics [dict create \
    outcome "complete, no violations" \
    p_sw_mw 0.326 \
    layout_min_cycle_time_ns 7.63 \
    hp-start "last$_SDFF_PP0_" \
    synth.distinct_cells 78 \
    clk_pin_slew_ns 0.07 \
    postCtsHoldBufs 0 \
    arrival_ns 5.13 \
    finalSetupTns_ns 0 \
    die_y_um 223 \
    routedWlPerCell_um 15.9 \
    cts_tree "yes" \
    slew_violations 0 \
    drive_gt1_share_pct 4.43 \
    clockBufferDepth 2 \
    r2r-start "B_reg[4]$_SDFFE_PP0P_" \
    period_used_pct 61.0 \
    pwr-share-comb_pct 7.5 \
    syn_to_final_growth_pct 11.0 \
    ys_warn_count 2 \
    drv_cap 0 \
    nFillCells 4846 \
    clock_skew_ns 0.0128 \
    grt_overflow 0 \
    highest_layer "met4" \
    path_class "input pin to primary output" \
    worstRegToRegCells 18 \
    ys_area_um2 14600 \
    wl_met1_um 18700 \
    yosysTopAreaCell "dfxtp_1" \
    vdd_ir_drop_max_mv 0.0906 \
    holdPathStages 1 \
    cts_root_buffer "clkbuf_16" \
    required_ns 10.00 \
    hpwl_um 28600 \
    rr_endpoint "product[18]$_SDFFE_PP0P_" \
    fp_util_pct 30.5 \
    synth-edff-count 0 \
    vias 12300 \
    drt_wl_total_um 38000 \
    antenna_found_initial 1 \
    min_path_type "flop to flop" \
    first_global_vias 11800 \
    placed_cell_area_um2 15700 \
    detail-route-antenna-nets 0 \
    swShare_pct 26.3 \
    yosys-top-cells-count "190 x dfxtp_1, 170 x nand2_1, 142 x inv_1, 142 x nor2_1, 132 x a21oi_1" \
    slew_headroom_pct 45.7 \
    syn_area_per_cell_um2 8.23 \
    grt_pass1_wl_um 62500 \
    async_flop_share_pct 0 \
    top_regs "Data (70), accumulate (70), product (20)" \
    post-cts-setup-buffers 0 \
    yosys_cells 1779 \
    cts_inserted_buffers 17 \
    crit_path_end_kind "primary output" \
    power.leakage_nw 6.81 \
    warning_count 26 \
    grt.total_usage_pct 16.0 \
    start_kind "input pin" \
    grt_max_degree 61 \
    clk_latency_ns 0.46 \
    rsz0062_at_grt "false" \
    worst_pin_slew_ns 0.807 \
    final_area_um2 16300 \
    yosys_most_used_dff "dfxtp_1" \
    pwr-share-seq_pct 49.9 \
    ys_seq_share_pct 26.0 \
    fmax_mhz 131 \
    htreeDepth 4 \
    drtPass1Iterations 5 \
    drt_iter0_markers 704 \
    viasPerCell 5.11 \
    drc_errors 0 \
    synth_area_um2 14600 \
    clkSinkCount 190 \
    cts.repair.resized 0 \
    wl_met2_um 16500 \
    clkPwrFrac_pct 42.7 \
    dieWidth_um 223 \
    wl_met3_um 1920 \
    io_pins 80 \
    netlist_instances 1779 \
    setup_viol 0 \
    crit_fanout 35 \
    netlist_top_cells_area "dfxtp_1 26%, fa_1 11%, ha_1 9.1%, a21oi_1 4.5%, a22o_1 4.4%" \
    reg2reg_slack_ns 7.25 \
    core_area_um2 47900 \
    io_buffers 60 \
    worstHoldEndpoint "last_reg$_SDFF_PP0_" \
    p_int_mw 0.915 \
    num_rows 80 \
    top_cell "dfxtp_1" \
    place.gp.congestion 0.925 \
    antenna_cells 0 \
    synth-seq-cells 190 \
    die_area_um2 49700 \
    power.density_nw_per_um2 76.4 \
    hold_violations 0 \
    yosys.area.top_type_share_pct 26.0 \
]
-- worst max-delay path by stage --
stage / startpoint / end / slack, ns / cells past startpoint
4_1_cts: reset / out_data[30] / 4.74 / 11
5_1_grt: reset / out_data[40] / 4.50 / 11
6_report: reset / out_data[30] / 4.87 / 11
-- worst max-delay path, cell delays in order --
cell             delay (ns)
buf_4                  0.34
nor2b_1                0.12
nand3_1                0.10
nor4_1                 0.05
a311oi_1               0.35
nand2_1                0.51
nor2_1                 0.23
buf_4                  0.25
a21oi_1                0.06
nor2_1                 0.13
clkdlybuf4s50_1        0.47
-- through the flow --
step | cells | utilization (%) | setup WS (ns) | hold WS [ns] | power [mW]
2_1_floorplan | 1796 | - | 6.34 | 0.414 | 0.694
3_3_place_gp | 2366 | 32.7 | 4.83 | 0.422 | 0.726
3_5_place_dp | 2366 | 32.7 | 4.76 | 0.423 | 0.727
4_1_cts | 2398 | 33.9 | 4.74 | 0.439 | 1.26
5_1_grt | 2398 | 33.9 | 4.50 | 0.472 | 1.29
6_report | 2398 | 33.9 | 4.87 | 0.437 | 1.24
-- power groups by stage --
stage,Sequential (mW),Clock (mW),Combinational [mW]
finish,0.619,0.530,0.0925
global route,0.620,0.570,0.103
CTS,0.619,0.543,0.0934
-- layout make-up --
cell class | count | area, um2 | area share, %
well taps | 615 | 769 | 4.73
multi-input cells | 1345 | 9880 | 60.8
flip-flops and latches | 190 | 3800 | 23.4
clock buffers | 20 | 467 | 2.87
clock inverters | 12 | 105 | 0.647
inverters | 143 | 537 | 3.30
repair buffers | 73 | 696 | 4.28
-- cell usage in the layout (no fill, tap or decap), drive strengths merged, types with 64 or more instances in the layout --
master / synthesis / final
nand2: 171 / 171
and2: 64 / 64
o21ai: 76 / 76
inv: 143 / 148
ha: 106 / 106
a22o: 73 / 73
fa: 80 / 80
a21oi: 133 / 133
nor2: 142 / 142
dfxtp: 190 / 190
-- kinds of logic (layout without fill, tap and decap cells) --
| family | Yosys count | count (layout) | synth area share (%) |
|---|---|---|---|
| buf+inv | 261 | 248 | 7.26 |
| compound gates | 490 | 490 | 23.2 |
| fa+ha+maj | 186 | 186 | 20.0 |
| mux | 1 | 1 | 0.0684 |
| simple gates | 575 | 575 | 19.0 |
| flops | 190 | 190 | 26.0 |
| other cells | 1 | 18 | 0.0256 |
| xor+xnor | 75 | 75 | 4.49 |
-- routing by layer --
metal / GRT usage (%) / vias up
met1: 24.4 / 5749
met5: 0 / -
met3: 3.20 / 41
li1: - / 6211
met2: 24.1 / 264
met4: 2.94 / 0
Power is estimated from default activity; no workload was simulated.
