==> flow/design.v <==
module FSM2(input clk,
            input arst,
            input [15:0]s_data,
            input s_valid,
            input s_last,
            output  s_ready,
            input [7:0]s_keep,
            output  reg [15:0] m_data,
            output reg m_valid,
            output reg m_last,
            input  m_ready,
            output reg [7:0]m_keep,
            input [11:0]k,
            output reg last
                );
    reg [6:0]temp=0;
    reg [3:0]fifo[0:128];
    reg [6:0]wr_ptr,rd_ptr;
    reg [3:0]state,next_state;
    parameter s0=3'd0,s1=3'd1,s2=3'd2,s3=3'd3,s4=3'd4,idle=3'd5;
    reg rd_en = 0;
    reg  [7:0]count1= 'd0;
    always@(posedge clk) begin
        if(~arst) begin
            count1 <= 0;
            rd_en <=0;
        end
        else begin
            count1 <= count1 + 1;
            if(count1 == 10) rd_en <= 1;
        end
    end     
    assign s_ready = (~arst)?'d0:m_ready;
    integer i;
    always@(posedge clk) begin
        if(~arst) state<=idle;
        else state<=next_state;
    end
    always@(*) begin
        case(state)
            idle:begin
                   if(s_valid & s_ready) begin
                        if(s_keep==7'd0) next_state=s0;
                        else if(s_keep==7'd4) next_state=s1;
                        else if(s_keep==7'd8) next_state=s2;
                        else if(s_keep==7'd12) next_state=s3;
                        else if(s_keep==7'd16) next_state=s4;
                      end
                 end
            s0:begin
                  if(s_valid & s_ready) begin
                        if(s_keep==7'd0) next_state=s0;
                        else if(s_keep==7'd4) next_state=s1;
                        else if(s_keep==7'd8) next_state=s2;
                        else if(s_keep==7'd12) next_state=s3;
                        else if(s_keep==7'd16) next_state=s4;
                      end
                end
            s1:begin
                   if(s_valid & s_ready) begin
                        if(s_keep==7'd0) next_state=s0;
                        else if(s_keep==7'd4) next_state=s1;
                        else if(s_keep==7'd8) next_state=s2;
                        else if(s_keep==7'd12) next_state=s3;
                        else if(s_keep==7'd16) next_state=s4;
                      end
                end
            s2:begin
                 if(s_valid & s_ready) begin
                       if(s_keep==7'd0) next_state=s0;
                       else if(s_keep==7'd4) next_state=s1;
                       else if(s_keep==7'd8) next_state=s2;
                       else if(s_keep==7'd12) next_state=s3;
                       else if(s_keep==7'd16) next_state=s4;
                     end
                 end
             s3:begin
                if(s_valid & s_ready) begin
                        if(s_keep==7'd0) next_state=s0;
                        else if(s_keep==7'd4) next_state=s1;
                        else if(s_keep==7'd8) next_state=s2;
                        else if(s_keep==7'd12) next_state=s3;
                        else if(s_keep==7'd16) next_state=s4;
                     end 
                end      
            s4:begin
                if(s_valid & s_ready) begin
                        if(s_keep==7'd0) next_state=s0;
                        else if(s_keep==7'd4) next_state=s1;
                        else if(s_keep==7'd8) next_state=s2;
                        else if(s_keep==7'd12) next_state=s3;
                        else if(s_keep==7'd16) next_state=s4;
                      end
               end          
        endcase
    end
    always@(posedge clk) begin
        if(~arst) begin
            wr_ptr<='d0;
            for(i=0;i<=128;i=i+1)begin
                fifo[i] <= 4'd0;
            end
        end
        else begin
            case(next_state)
                s0:begin
                    wr_ptr<=wr_ptr + 0;
                   end
                s1:begin
                    if(s_valid & s_ready ) begin
                       fifo[wr_ptr]<=s_data[3:0];
                       wr_ptr<=wr_ptr+1;   
                    end
                   end
                s2:begin
                    if(s_valid & s_ready ) begin
                       fifo[wr_ptr]<=s_data[3:0];
                       fifo[wr_ptr+1]<=s_data[7:4];
                       wr_ptr<=wr_ptr+2;
                    end
                   end
                s3:begin
                    if(s_valid & s_ready ) begin
                       fifo[wr_ptr]<=s_data[3:0];
                       fifo[wr_ptr+1]<=s_data[7:4];
                       fifo[wr_ptr+2]<=s_data[12:8];
                       wr_ptr<=wr_ptr+3;
                    end 
                   end
                s4:begin 
                    if(s_valid & s_ready ) begin
                       fifo[wr_ptr]<=s_data[3:0];
                       fifo[wr_ptr+1]<=s_data[7:4];
                       fifo[wr_ptr+2]<=s_data[11:8];
                       fifo[wr_ptr+3]<=s_data[15:12];
                       wr_ptr<=wr_ptr+4;
                    end 
                end
        endcase
    end 
    end
 reg [11:0]count=0;  
always@(posedge clk) begin
        if(s_last==1) begin
                 temp <=wr_ptr+next_state;
        end
        if(~arst) begin
            rd_ptr<=0;
            temp <= 0;
            last <= 0;
            count <= 0;
            m_data <= 0;
            m_valid <= 0;
            m_keep <= 0;
            m_last <= 0;
        end
        else if(rd_en && m_ready) begin
                if(temp == rd_ptr+4)
                   begin                   
                       m_data <= {{fifo[rd_ptr+3],{fifo[rd_ptr+2]},{fifo[rd_ptr+1]},{fifo[rd_ptr]}}};
                       rd_ptr <=rd_ptr+4;
                       m_keep <=8'd16;
                       m_valid <=1;
                       m_last <=1;
                       last <= 0;
                       count <= 'd0;
                   end
               else begin
                 if(temp==rd_ptr+1)
                    begin
                        m_data<={{4'b0},{4'b0},{4'b0},{fifo[rd_ptr]}};
                        rd_ptr<=rd_ptr+1;
                        m_keep <=8'd4;
                        m_valid <=1;
                        m_last <=1;
                        last <= 0;  
                        count <= 'd0;   
                    end
                 else if(temp==rd_ptr+2)
                   begin
                       m_data<={{4'b0},{4'b0},{fifo[rd_ptr+1]},{fifo[rd_ptr]}};
                       rd_ptr<=rd_ptr+2;
                       m_keep<=8'd8;
                       m_valid<=1;
                       m_last <=1; 
                       last <= 0;
                       count <= 'd0; 
                  end
                else if(temp==rd_ptr+3)
                   begin          
                      m_data<={{4'b0},{fifo[rd_ptr+2]},{fifo[rd_ptr+1]},{fifo[rd_ptr]}};
                      rd_ptr<=rd_ptr+3;
                      m_keep<=8'd12;
                      m_valid<=1;
                      m_last<=1;
                      last <= 0;
                      count <= 'd0; 
                   end 
                else begin                  
                       if(count+4==k )
                       begin
                          m_data<={{4'b0},{4'b0},{4'b0},{fifo[rd_ptr]}};
                          rd_ptr<=rd_ptr+1;
                          m_keep<=7'd4;
                          m_valid<=1;
                          count<=0;
                          last<=1; 
                       end
                       else if(count+8==k)
                          begin
                            m_data<={{4'b0},{4'b0},{fifo[rd_ptr+1]},{fifo[rd_ptr]}};
                            rd_ptr<=rd_ptr+2;
                            m_keep<=7'd8;
                            m_valid<=1;
                            count<=0;
                            last<=1; 
                          end
                       else if(count+12==k )
                          begin
                            m_data<={{4'b0},{fifo[rd_ptr+2]},{fifo[rd_ptr+1]},{fifo[rd_ptr]}};
                            rd_ptr<=rd_ptr+3;
                            m_keep<=7'd12;
                            m_valid<=1;
                            count<=0;
                            last<=1; 
                          end
                       else if(count<k)
                          begin
                            m_data<={{fifo[rd_ptr+3],{fifo[rd_ptr+2]},{fifo[rd_ptr+1]},{fifo[rd_ptr]}}};
                            rd_ptr<=rd_ptr+4;
                            m_keep <=7'd16;
                            m_valid <=1;
                            m_last <=0;
                            count <=count+16;
                            last <= 0;
                          end
                end
               end
        end
        else
            begin
                m_data<=0;
                m_valid<=0;
                m_last<=0;
                m_keep<=0;
            end
end
endmodule
==> flow/run.sh <==
#!/bin/bash
# OpenROAD 26Q1-2900-gdf79404cd8, Yosys 0.63+post, stock flow scripts
make -C /OpenROAD-flow-scripts/flow DESIGN_CONFIG=/design/flow/config.mk WORK_HOME=/design/flow/orfs finish
==> flow/config.mk <==
export PLATFORM = sky130hd
export DESIGN_NAME = FSM2
export DESIGN_NICKNAME = FSM2
export VERILOG_FILES = /design/flow/design.v
export SDC_FILE = /design/flow/constraint.sdc
export NUM_CORES = 4
export LEC_CHECK = 1
export CORE_UTILIZATION = 50
==> flow/constraint.sdc <==
current_design FSM2

set clk_period 44.5
set clk_io_pct 0.2

create_clock -name clk0 -period $clk_period [get_ports {clk}]

set non_clock_inputs [all_inputs -no_clocks]
set_input_delay [expr $clk_period * $clk_io_pct] -clock clk0 $non_clock_inputs
set_output_delay [expr $clk_period * $clk_io_pct] -clock clk0 [all_outputs]
==> metrics.cfg <==
[timing]
skew_ns = 0.0619
final-hold-violation-count = 0
timing.fmax_mhz = 52.7
finalSetupViolations = 0
rsz0062_at_grt = no
drv_slew = 0
fin_crit_ns = 18.98
unconstrained_endpoints = 3
worstMarginPinSlew_ns = 1.42
whs_ns = 0.454
unclocked_pins = 3
tns_ns = 0
min_period_over_period_pct = 42.7
layout_setup_ws_ns = 25.52
slew_headroom_pct = 4.87

[power_and_ir_drop]
p_comb_share_pct = 9.1
sw_frac_of_total_pct = 26.5
power_density_nw_per_um2 = 25.7
switching_power_w = 0.000620
p_seq_share_pct = 48.9
power.share.clock_pct = 42.0
ir_worst_vdd_uv = 35.9
p_int_w = 0.00172
p_leak_nw = 28.8

[critical_path]
reg2reg_slack_ns = 37.75
crit_top_cell = clkdlybuf4s50_1
crit_family = buffers and inverters
max_stage_delay_ns = 0.54
setup.worst_path.class = input pin to output port
crit_required_ns = 35.60
cp_num_buf_inv = 2
end_kind = output port
cp_data_arrival_time_ns = 10.08
cp-start-kind = input pin
slowest_stage = clkdlybuf4s50_1
path_cells = clkdlybuf4s50_1 -> and2_1 -> clkdlybuf4s50_1
crit_fanout = 5

[synth]
top_area_cell = edfxtp_1
ys_ff = 1024
post_synth.cell_area_avg_um2 = 9.56
synthDistinctLibCells = 103
synth-edff-count = 952
netlist_instances = 8749
area_leaders = edfxtp_1 (34%), mux4_2 (21%), nand2_1 (6.6%)
netlist_area_um2 = 83700
yosysWarnings = 1
yosys_cells = 8749
top_cell_area_share_pct = 34.2
synth_dominant_cell_count = nand2_1
common_cells = nand2_1 (1469), clkbuf_1 (954), edfxtp_1 (952), o21ai_0 (805), a21oi_1 (800)
async_flop_share_pct = 0
ff_type = edfxtp_1
ys_chip_area_um2 = 83700

[place]
place.gp.congestion = 1.18
dpl.hpwl_mm = 295
dp_worst_setup_slack_ns = 25.52
placed_cells = 10600
numPortBuffers = 63

[global_routing]
antenna_found_initial = 60
grt_pass1_wl_mm = 579
grt_usage_pct = 53.6
grt_max_degree = 89
grt_pass1_vias = 73700
grt-ovfl-total = 0

[floorplanning]
io_pins = 69
dieHeight_um = 411
dieArea_um2 = 169000
die_w_um = 411
row_count = 149
core_area_um2 = 166000
fp_util_pct = 50.5

[cells_and_area]
drive_above_1_share_pct = 17.9
fin_cells = 10900
area_growth_pct = 8.70

[clocking]
hold_buffers = 0
cts_resized = 0
htree_levels = 3
clockRootBuffer = clkbuf_16
cts_tree = yes
cts.clk_slew.worst_paths_ns = 0.05
post_cts_buffers = 0
cts_buffers = 120
clk_latency_ns = 0.85
clockBufferDepth = 3

[run]
drv_cap = 0
tool_warnings = 38

[detailed_routing]
num_vias = 77400
drt_first_pass_iters = 9
wl_per_cell_um = 38.9
wirelength_mm = 422
drt_iter0_drc = 8948
drc = 0
via_per_inst = 7.13
ant_nets = 0

[outcome]
status = finished, final reports clean

[worst_hold_path]
hold_class = flop to flop

[layout by cell type (no fill, tap or decap), types with 166 or more instances in the layout]
| cell type | count |
|---|---|
| nand4_1 | 173 |
| conb_1 | 381 |
| o21ai_0 | 804 |
| nor2_1 | 593 |
| nand2_1 | 1465 |
| a21oi_1 | 797 |
| nand3b_1 | 186 |
| mux4_2 | 790 |
| edfxtp_1 | 952 |
| o211ai_1 | 166 |
| mux2i_1 | 192 |
| buf_4 | 368 |
| nand3_1 | 301 |
[through the flow]
| stage | power, W | cell area (µm²) | utilization (%) |
|---|---|---|---|
| after floorplan | 0.00127 | 85100 | - |
| after global placement | 0.00135 | 86900 | 52.5 |
| after detailed placement | 0.00136 | 86900 | 52.5 |
| after CTS | 0.00233 | 90700 | 54.8 |
| after global routing | 0.00238 | 90800 | 54.9 |
| final | 0.00234 | 91000 | 54.9 |
[routing by layer]
metal	GRT usage (%)	vias up	share of wire, %
li1	-	32400	-
met1	60.5	36900	30
met2	68.6	6250	40
met3	39.6	1779	19
met4	40.2	96	10
met5	11.2	-	0.62
[final cells by class]
cell class / count / area (µm²)
sequential: 1024 / 30000
multi-input combinational: 6887 / 50600
antenna: 87 / 218
timing repair buffer: 426 / 3400
clock inverter: 64 / 623
clock buffer: 154 / 3240
tap: 2189 / 2740
fill: 14200 / 74600
inverter: 30 / 119
[logic make-up after synthesis]
group                      synth area share [%]
AOI/OAI and AO/OA                          15.0
xor gates and xnor gates                  0.849
adders and majority gates                 0.487
buffers and inverters                      5.91
DFF                                        35.8
latches                                  0.0538
muxes                                      24.6
other                                   0.00448
and+or+nand+nor                            17.3
[power groups by stage]
stage                 clock network [W]  logic [W]  registers [W]
after global routing            0.00102   0.000214        0.00115
after CTS                      0.000990   0.000201        0.00114
final                          0.000982   0.000212        0.00114
[flip-flops by register name (all words and copies together) (netlist names), named ones only]
| register | cells |
|---|---|
| rd_ptr | 7 |
| fifo | 952 |
| last | 1 |
| m_last | 1 |
| count1 | 8 |
| count | 8 |
| rd_en | 1 |
| m_data | 16 |
| temp | 7 |
| state | 2 |
| m_valid | 1 |
| m_keep | 3 |
| wr_ptr | 7 |
| next_state | 3 |
[final timing paths]
kind | startpoint | end | cells after the start
setup / recovery | m_ready | s_ready | 3
hold / removal | count1[0] | count1[0] | 1
setup reg to reg | rd_ptr[1] | m_data[15] | 12
hold reg to reg | count1[0] | count1[0] | 1
Power is estimated from default activity; no workload was simulated.
